==> flow/design.v <==
`timescale 1ns / 1ps
module clock_divider(clk_in, enable, clk_out);
    input clk_in;
    input enable;
    output reg clk_out;
    integer count = 0;  
    parameter CLK_DIV = 5_000_000;
    always @ (posedge clk_in) begin
        if (enable) begin
            if (count == CLK_DIV) begin
                count <= 0;
                clk_out <= ~clk_out;
            end else count <= count + 1;
        end else clk_out <= 0;
    end
endmodule
==> flow/run.sh <==
#!/bin/bash
# OpenROAD 26Q1-2900-gdf79404cd8, Yosys 0.63+post, stock flow scripts
make -C /OpenROAD-flow-scripts/flow DESIGN_CONFIG=/design/flow/config.mk WORK_HOME=/design/flow/orfs finish
==> flow/config.mk <==
export PLATFORM = sky130hd
export DESIGN_NAME = clock_divider
export DESIGN_NICKNAME = clock_divider
export VERILOG_FILES = /design/flow/design.v
export SDC_FILE = /design/flow/constraint.sdc
export NUM_CORES = 4
export LEC_CHECK = 1
export CORE_UTILIZATION = 30
==> flow/constraint.sdc <==
current_design clock_divider

set clk_period 4.0
set clk_io_pct 0.2

create_clock -name clk0 -period $clk_period [get_ports {clk_in}]

set non_clock_inputs [all_inputs -no_clocks]
set_input_delay [expr $clk_period * $clk_io_pct] -clock clk0 $non_clock_inputs
set_output_delay [expr $clk_period * $clk_io_pct] -clock clk0 [all_outputs]
==> impl_metrics.tcl <==
# implementation run metrics
set metrics [dict create \
    outcome "finished clean" \
    fp-utilization 0.315 \
    vias_in_the_first_global_route 1163 \
    drive_above_1_share 0.0488 \
    io_pins 3 \
    synth-warning-count 1 \
    top_area_frac 0.544 \
    critical_path.max_fanout 11 \
    numClockSinks 33 \
    post-place-cells 229 \
    synth.top_cells.by_area "sky130_fd_sc_hd__edfxtp_1 (54%), sky130_fd_sc_hd__xnor2_1 (9.9%), sky130_fd_sc_hd__nand4_1 (3.9%)" \
    tightest_slew_ns 0.815 \
    area_of_the_core_region_sq_mm 0.00561 \
    warnings 26 \
    grt_use_total 0.120 \
    synthCells 156 \
    library_cell_occupying_the_most_area_in_the_post_synthesis_netlist "sky130_fd_sc_hd__edfxtp_1" \
    routed_wire_length_per_instance_microns 13.7 \
    rsz0062_at_grt "no" \
    hold_buffer_count_at_cts 0 \
    timing.max_cap.violations 0 \
    firstDrtPassIters 4 \
    cts_made_buffers 5 \
    tns_ns 0 \
    maximum_number_of_pins_on_one_net_before_global_route_repair 28 \
    synth_area_per_cell_sq_um 11.3 \
    diodes_inserted 0 \
    remaining_antenna_violation_count 0 \
    synth.yosys.chip_area_sq_mm 0.00177 \
    hp-class "reg2reg" \
    cts_tree "done" \
    resized_after_cts 0 \
    highest_clock_rate_mhz 447 \
    cp_data_required_time_ns 4.00 \
    overflow 0 \
    residual_drc 0 \
    h_tree_levels 2 \
    leakage_nw 0.597 \
    die_width_microns 78.7 \
    max-vdd-ir-drop_mv 0.232 \
    place_congestion 0.847 \
    critical_path.endpoint_type "register" \
    pre_cts_slack_ns 1.77 \
    finalHoldWorstSlack_ns 0.504 \
    row_count 27 \
    route.detailed.vias_per_inst 5.08 \
    min_period_ns 2.24 \
    wl_microns 3240 \
    layout-area-overhead-vs-synth_pct 10.6 \
    final-hold-violation-count 0 \
    synth_sequential_area_ratio 0.555 \
    die-area_sq_mm 0.00620 \
    hpwl_microns 2210 \
    yosysCellCount 156 \
    clk-insertion-delay-late_ns 0.29 \
    cp_data_arrival_time_ns 2.24 \
    grt_pass1_wl_microns 5550 \
    cts.root.buffer_cell "sky130_fd_sc_hd__clkbuf_8" \
    period_used_share 0.559 \
    worst_case_setup_margin_in_the_final_layout_ns 1.76 \
    layout.cells.non_filler 236 \
    clkSlewWorstSetupHoldPaths_ns 0.06 \
    cts_setup_buffers 0 \
    report.final.slew_viol_count 0 \
    cp-start-kind "register" \
    setup_viol 0 \
    port_buffers 2 \
    power_per_cell_area_mw_per_mm2 366 \
    ys_seq_elements 33 \
    timing_worst_setup_path_type "reg2reg" \
    dr.first_iter.drc_count 44 \
    cts_buffer_depth 2 \
    die.size.y_microns 78.7 \
    finalClockSkew_ns 0.00495 \
    synth_area_sq_mm 0.00177 \
    total_via_count_in_the_routed_design 1198 \
    rel_slew_slack 0.452 \
    number_of_antenna_violations_at_the_first_check_in_global_routing 0 \
    ys_types 28 \
]
==> routing by layer <==
metal	global-route usage	vias to the layer above	wire length, microns
met5	0	-	0
met4	0.0130	0	46
met3	0.0233	5	154
met2	0.183	24	1460
met1	0.194	572	1580
li1	-	597	-
==> per-stage QoR <==
| stage | util | power [W] | cell area [sq um] |
|---|---|---|---|
| 6_report | 0.349 | 0.000716 | 1950 |
| 3_5_place_dp | 0.335 | 0.000489 | 1880 |
| 3_3_place_gp | 0.335 | 0.000488 | 1880 |
| 4_1_cts | 0.349 | 0.000723 | 1950 |
| 5_1_grt | 0.349 | 0.000745 | 1950 |
| 2_1_floorplan | - | 0.000469 | 1770 |
==> power by group <==
part           total (W)  switching [W]  internal (W)
logic          0.0000460      0.0000237     0.0000224
registers       0.000436      0.0000290      0.000407
clock network   0.000234       0.000117      0.000117
total           0.000716       0.000169      0.000547
==> cell usage after synthesis <==
master,count
sky130_fd_sc_hd__edfxtp_1,32
sky130_fd_sc_hd__xnor2_1,20
sky130_fd_sc_hd__nand2_1,14
sky130_fd_sc_hd__nor2_1,14
sky130_fd_sc_hd__nand3_1,11
sky130_fd_sc_hd__nand4_1,11
sky130_fd_sc_hd__xor2_1,7
sky130_fd_sc_hd__nor4_1,6
sky130_fd_sc_hd__or3_1,5
sky130_fd_sc_hd__nor4b_1,4
sky130_fd_sc_hd__o21ai_0,4
sky130_fd_sc_hd__a21oi_1,3
sky130_fd_sc_hd__and3_1,3
sky130_fd_sc_hd__and4_1,3
sky130_fd_sc_hd__nor3_1,3
sky130_fd_sc_hd__and2_1,2
sky130_fd_sc_hd__ha_1,2
sky130_fd_sc_hd__inv_1,2
sky130_fd_sc_hd__a21boi_0,1
sky130_fd_sc_hd__and4b_1,1
sky130_fd_sc_hd__buf_2,1
sky130_fd_sc_hd__clkbuf_1,1
sky130_fd_sc_hd__clkbuf_2,1
sky130_fd_sc_hd__dfxtp_1,1
sky130_fd_sc_hd__nand4_4,1
sky130_fd_sc_hd__nor2b_1,1
sky130_fd_sc_hd__or4_1,1
sky130_fd_sc_hd__or4b_1,1
==> cell usage in the layout, fill, tap and decap left out, types with 4 or more instances in the layout <==
master / n
sky130_fd_sc_hd__edfxtp_1: 32
sky130_fd_sc_hd__xor2_1: 7
sky130_fd_sc_hd__nor4b_1: 4
sky130_fd_sc_hd__clkbuf_8: 5
sky130_fd_sc_hd__nand3_1: 11
sky130_fd_sc_hd__nand2_1: 14
sky130_fd_sc_hd__xnor2_1: 20
sky130_fd_sc_hd__nand4_1: 11
sky130_fd_sc_hd__nor4_1: 6
sky130_fd_sc_hd__o21ai_0: 4
sky130_fd_sc_hd__nor2_1: 14
sky130_fd_sc_hd__or3_1: 5
==> worst max-delay path, stage by stage (launching register included) <==
cell and delay, ns:
sky130_fd_sc_hd__edfxtp_1 0.46, sky130_fd_sc_hd__inv_1 0.09, sky130_fd_sc_hd__ha_1 0.13, sky130_fd_sc_hd__nor4b_1 0.26
sky130_fd_sc_hd__nand4_1 0.21, sky130_fd_sc_hd__nor2_1 0.67, sky130_fd_sc_hd__nor2_1 0.12
==> area by class of cell <==
| cell class | instances | area [sq um] |
|---|---|---|
| multi-input cells | 118 | 764 |
| flip-flops and latches | 33 | 981 |
| fillers | 580 | 3650 |
| repair buffers | 4 | 35.0 |
| clock buffers | 6 | 72.6 |
| inverters | 2 | 7.51 |
| clock inverters | 1 | 3.75 |
| well taps | 72 | 90.1 |
==> flip-flops by register name, summed over array words and instances (netlist names) <==
name     count
count       32
clk_out      1
==> final timing paths <==
path         depth (start not counted)        to  slack, ns     start
min reg2reg                          2   clk_out       0.50   clk_out
max reg2reg                          6  count[8]       1.76  count[0]
max                                  6  count[8]       1.76  count[0]
min                                  2   clk_out       0.50   clk_out
==> cell families (layout without fill, tap and decap cells) <==
logic type	after synthesis	in the layout	share of synthesized area
AOI/OAI and AO/OA	8	8	0.0241
adders and majority gates	2	2	0.0142
buffers and inverters	5	13	0.0120
and+or+nand+nor	81	81	0.261
DFF	33	33	0.555
xor gates and xnor gates	27	27	0.134
Power figures rest on the tool's default switching activity, not on a simulated workload.

===== run.sh =====
#!/bin/bash
# OpenROAD 26Q1-2900-gdf79404cd8, Yosys 0.63+post, stock flow scripts
make -C /OpenROAD-flow-scripts/flow DESIGN_CONFIG=/design/flow/config.mk WORK_HOME=/design/flow/orfs finish

===== config.mk =====
export PLATFORM = sky130hd
export DESIGN_NAME = bcdto7segment
export DESIGN_NICKNAME = bcdto7segment
export VERILOG_FILES = /design/flow/design.v
export SDC_FILE = /design/flow/constraint.sdc
export NUM_CORES = 4
export LEC_CHECK = 1
export CORE_AREA = 10 10 70 70
export DIE_AREA = 0 0 80 80

===== constraint.sdc =====
current_design bcdto7segment

set clk_period 1.4
set clk_io_pct 0.2

create_clock -name clk0 -period $clk_period

set non_clock_inputs [all_inputs -no_clocks]
set_input_delay [expr $clk_period * $clk_io_pct] -clock clk0 $non_clock_inputs
set_output_delay [expr $clk_period * $clk_io_pct] -clock clk0 [all_outputs]

===== design.v =====
`timescale 1ns / 1ps
module bcdto7segment(
    input [3:0] bcd_in,
    output reg [6:0] seg
    );
    always @ (bcd_in or seg)
        case (bcd_in)
            4'b0000: seg = 7'b100_0000;
            4'b0001: seg = 7'b111_1001;
            4'b0010: seg = 7'b010_0100;
            4'b0011: seg = 7'b011_0000;
            4'b0100: seg = 7'b001_1001;
            4'b0101: seg = 7'b001_0010;
            4'b0110: seg = 7'b000_0010;
            4'b0111: seg = 7'b111_1000;
            4'b1000: seg = 7'b000_0000;
            4'b1001: seg = 7'b001_0000;
            default: seg = 7'b111_11110;
         endcase
endmodule

==> impl_metrics.json <==
{
  "status": "completed",
  "gp_congestion": 0.667,
  "cp_max_fo": 4,
  "power_mw": 0.145,
  "p_int_mw": 0.0838,
  "n_clock_buffer": 0,
  "period_used_pct": 98.5,
  "grt_pass1_vias": 291,
  "detail_route.wl_per_cell_um": 8.93,
  "p_leak_nw": 0.233,
  "ys_types": 15,
  "warning_count": 38,
  "p_switching_mw": 0.0610,
  "vias": 299,
  "fmaxAchievable_ghz": 0.726,
  "rsz0062_at_grt": "yes",
  "drt_first_pass_iters": 4,
  "wl_met3_um": 42,
  "synth.top_cell.area_share_pct": 27.2,
  "overflow": 0,
  "worst_path_max_delay_cell": "clkdlybuf4s15_1",
  "grt_pass1_wl_um": 1430,
  "tightest_slew_ns": 0.211,
  "min_path_cells": 5,
  "num_rows": 21,
  "final_hold_viol_count": 0,
  "die_y_um": 80,
  "end_kind": "primary output",
  "ys_cells": 33,
  "cap_viol_max_count": 0,
  "die-area_um2": 6400,
  "arrival_ns": 1.10,
  "syn_inst": 33,
  "pwr-share-seq_pct": 0,
  "netlist_area_um2": 230,
  "startpoint_type": "input pin",
  "min_to": "seg[4]",
  "fp_util_pct": 6.74,
  "power_density_nw_per_um2": 259,
  "drive_gt1_share_pct": 65.5,
  "io_pins": 11,
  "syn_avg_cell_area_um2": 6.98,
  "holdWs_ns": 1.02,
  "crit_type": "in -> out",
  "synth.largest_area_cell": "ha_1",
  "drt_iter0_markers": 6,
  "area.growth.synth_to_final_pct": 143,
  "setup_violations": 0,
  "grt_max_degree": 10,
  "ctsHoldBuffers": 0,
  "yosys_warnings": 2,
  "ir_drop_v": 0.0000460,
  "antenna_found_initial": 0,
  "hold_path_startpoint": "bcd_in[0]",
  "path_buffers": 4,
  "fp.coreArea_um2": 3420,
  "slowest_delay_ns": 0.19,
  "die_w_um": 80,
  "top_layer": "met3",
  "hold_class": "in -> out",
  "top_cells_by_count": "ha_1 (5), nor2_1 (5), o21ai_1 (4)",
  "seq_area_um2": 0,
  "period_needed_ns": 1.38,
  "clkPwrFrac_pct": 0,
  "n_antenna_cell": 0,
  "synthTopCellsByArea": "ha_1 (27%), o21ai_1 (8.7%), nand2b_1 (8.2%), nor2_1 (8.2%), a21oi_1 (6.5%)",
  "routed_wirelength_um": 902,
  "port_buffers": 11,
  "routedLengthMet1_um": 440,
  "seq_cells": 0,
  "dp_hpwl_um": 589,
  "via_per_inst": 2.96,
  "dr_wl_met2_um": 420,
  "final_max_slew_viol_count": 0,
  "final_util_pct": 16.4,
  "remaining_drc_errors": 0,
  "critPathRequiredTime_ns": 1.12,
  "ant_nets": 0,
  "worstPathCellList": "buf_2 > buf_6 > buf_4 > nand2b_4 > o21ai_2 > o21ai_1 > clkdlybuf4s15_1",
  "setup_tns_ns": 0,
  "nFillCells": 374,
  "synth_seq_share_pct": 0,
  "gr-usage-all-layers_pct": 2.63,
  "p_sw_share_pct": 42.1,
  "cpLargestDelayFamily": "buffers and inverters",
  "relSlewSlack_pct": 85.9,
  "p_comb_share_pct": 100.0,
  "ys_chip_area_um2": 230
}
## power groups by stage
| stage | sequential [mW] | clock (mW) | combinational [mW] |
|---|---|---|---|
| CTS | 0 | 0 | 0.135 |
| global route | 0 | 0 | 0.159 |
| finish | 0 | 0 | 0.145 |
## layout by cell type, fill, tap and decap left out, drive strengths merged
| cell type | synthesis | final |
|---|---|---|
| clkbuf | 0 | 2 |
| inv | 3 | 3 |
| buf | 2 | 18 |
| nand2b | 4 | 4 |
| nor2 | 5 | 5 |
| o21ai | 7 | 7 |
| mux2i | 1 | 1 |
| clkdlybuf4s15 | 0 | 4 |
| nor3b | 1 | 1 |
| nand2 | 2 | 2 |
| a21oi | 3 | 3 |
| ha | 5 | 5 |
## cell families after synthesis
kind of cell	Yosys count	synth area share (%)
buffers and inverters	5	13.0
AND-OR/OR-AND	10	23.4
adder cells (fa/ha/maj)	5	27.2
AND/OR/NAND/NOR	12	32.1
multiplexers	1	4.35
## metal layers
metal  GRT usage [%]  up-vias
met4               0        0
met1            3.69      140
met2            4.41        6
li1                -      153
met3           0.341        0
met5               0        -
## stage by stage
stage / area [µm²] / worst slack (ns) / std cells
CTS: 536 / -0.0421 / 101
global placement: 424 / -0.712 / 94
floorplan: 230 / 0.314 / 33
finish: 559 / 0.0217 / 101
global route: 559 / -0.0384 / 101
detailed placement: 424 / -0.719 / 94
## how the worst max path moves through the flow
stage	slack [ns]	cells after the start	endpoint	from
4_1_cts	-0.04	7	seg[3]	bcd_in[0]
5_1_grt	-0.04	7	seg[6]	bcd_in[0]
6_report	0.02	7	seg[3]	bcd_in[3]
## repair_timing
item,4_1_cts,5_1_grt
gates resized,50,11
endpoints found under the setup margin,7,6
buffers inserted,6,0
pin swaps,7,8
cloned,1,0
## area by class of cell
| class | instances | area (µm²) | share of cell area (%) |
|---|---|---|---|
| Inverter | 3 | 11.3 | 2.01 |
| Timing Repair Buffer | 24 | 213 | 38.0 |
| Multi-Input combinational cell | 28 | 278 | 49.7 |
| Tap cell | 46 | 57.6 | 10.3 |
No activity file was given, so power comes from the tool's default toggle rates.
